==> flow/design.v <==
module br_comb #(
    parameter [10:0]N=32
) (
    input[N-1:0]A,B,inst,
    input B_en,
    output reg B_eq,B_neq
);
wire [2:0]s0;
inst_moddecoder d0(inst[6:2],s0);
always @* begin
    if(A==B & (B_en==1) &(inst[14:12]==3'b000 ) )
    begin
    B_eq=1;
    B_neq=0;
    end
    else if (A!=B  & (B_en==1) &(inst[14:12]==3'b001)) begin
    B_eq=0;
    B_neq=1;   
    end
    else begin
    B_eq=0;
    B_neq=0;   
    end
end
endmodule
module inst_moddecoder #(
    parameter N=5
) (
    input [N-1:0]inst,
    output reg[2:0] state
);
 parameter [2:0] R=3'h0,
                I=3'h1,   
                S=3'h2,
                B=3'h3,
                J=3'h4,
                NOP=3'h5;
always @* begin      
case (inst)
   5'b01100 :state=R;
   5'b00100 :state=I;
   5'b11001 :state=I;
   5'b00000 :state=I;
   5'b01000 :state=S;
   5'b11000 :state=B;
   5'b11011 :state=J;
    default: state=NOP;
endcase
end
endmodule
==> flow/run.sh <==
#!/bin/bash
# OpenROAD 26Q1-2900-gdf79404cd8, Yosys 0.63+post, stock flow scripts
make -C /OpenROAD-flow-scripts/flow DESIGN_CONFIG=/design/flow/config.mk WORK_HOME=/design/flow/orfs finish
==> flow/config.mk <==
export PLATFORM = sky130hd
export DESIGN_NAME = br_comb
export DESIGN_NICKNAME = br_comb
export VERILOG_FILES = /design/flow/design.v
export SDC_FILE = /design/flow/constraint.sdc
export NUM_CORES = 4
export LEC_CHECK = 1
export CORE_AREA = 10 10 70 70
export DIE_AREA = 0 0 80 80
==> flow/constraint.sdc <==
current_design br_comb

set clk_period 3.4
set clk_io_pct 0.2

create_clock -name clk0 -period $clk_period

set non_clock_inputs [all_inputs -no_clocks]
set_input_delay [expr $clk_period * $clk_io_pct] -clock clk0 $non_clock_inputs
set_output_delay [expr $clk_period * $clk_io_pct] -clock clk0 [all_outputs]
==> run summary <==
Implementation results are summarized by area below.

Final timing
The worst slew margin relative to its limit is 78.3%. The number of hold violations in the final report is 0. The minimum clock period is 3250 ps. The worst-margin pin slew is 322 ps. The final count of pins violating max slew is 0. The final critical path takes up a little over nine tenths of the cycle. The final number of setup-violating endpoints is 0. Setup total negative slack on the finished layout was measured at 0 ps. Setup repair after global routing left no endpoint under its margin. The highest achievable clock rate is approximately 0.3 GHz.

Drt
The detailed-route via count is approximately 580. The average via count per standard cell is between 3 and 4. After the first detailed-routing iteration, the DRC count stood at 0. In this run the remaining antenna-violating nets after routing total 0. The number of antenna diodes is 0. Dividing the detail-routed wire length by the instance count gives 12.5 µm.

The count of TritonRoute iterations in the first routing pass is 1. The routed layout reports a DRC error count of 0. The wire length recorded after detailed routing is 2020 µm.

Synthesis
The post-synthesis instance area is 374 µm². Per the post-synthesis report, the number of cells in the design is 46. The dominant cell by count in the synthesized netlist is xor2_1. The count of yosys warnings during synthesis is 2. By area the synthesized netlist is led by xor2_1 (75%), nor4_1 (13%), nand4_1 (3.3%), nor4_2 (3.3%), o2111a_1 (3.0%). The number of unique standard cell types used by synthesis is 7. The number of standard cells reported by yosys is 46.

The mean post-synth cell area is just over 8 µm². In the synthesis report, Yosys lists the chip area as 374 µm². For reference, the top cells by count after synthesis are xor2_1 (32), nor4_1 (8), nand4_1 (2).

The share of Yosys cell area claimed by the top area cell type is 74.9%. The library cell occupying the most area in the post-synthesis netlist is xor2_1. Of the synthesized area, sequential elements account for 0%.

Placed design
In this run the tool buffered the top-level ports with 70 buffer cells. The last weighted congestion value of the routability-driven placer is 0.824. The total placed cells including tap cells is roughly 160.

For this run the detailed placement stage logged an HPWL of 2010 µm.

Power
The switching power summed over all nets is between 30 and 40 µW. The report lists the power per cell area as approximately 100 mW/mm². The total internal power is 86.5 µW.

The flow reports that combinational logic draws 100.0% of the design power. The switching power as a share of total power is 25.8%. Per the OpenROAD power report, leakage power amounts to 0.000420 µW.

The peak supply drop is between 30 and 40 µV. The clock share of power is 0%. The proportion of power drawn by flip-flops and latches is 0%.

Setup path
Per the timing report, the biggest fanout along the worst path comes to 2. Data on the critical path arrives at its endpoint at roughly 2600 ps. The worst setup path is captured at an output port. The data required time reported for the critical path is 2720 ps. The worst setup path is of the input pin to output port kind. The worst setup path is launched from an input pin.

Hold path
The class of the worst hold path is input pin to output port. The endpoint of the worst hold path is B_eq. The hold path depth is 4. The launch instance of the worst min-delay path is B_en.

Floorplanning
The die footprint is 0.00640 mm². The width of the die is ~80 µm. The floorplan core area is 0.00342 mm². The vertical die dimension reported for this design is 80 µm.

The number of placed I/O pins is around 99. The number of rows in the core area is 21. The fraction of the core area occupied by cells at floorplan is 11.0%.

Global routing
Across every metal layer, demand over resource in global routing totals 5.75%. Entering global routing, the biggest net connects 3 pins. Summed over all layers, the global routing overflow is 0.

The initial antenna violation count came to 0. The first global-routing pass estimated between 3000 and 4000 µm of wire. The number of global-route vias before repair is ~640.

Outcome
The run finished with clean final reports.

Final layout
The area growth from synthesis to layout is 204%. Leaving out filler cells and counting taps, the final layout contains 162. The number of flip-flops and latches is 0.

The tally of filler cells in the layout is 366. The area taken by flip-flops and latches is 0 µm². The share of post-route cells with drive strength above 1 is around 1.7%. The layout has 0 clock buffers.

Run
The max-cap check violation count is 0. The number of OpenROAD warnings is 61.

Clocking
Buffers inserted to repair hold after CTS numbered 0. The number of buffers inserted by post-CTS setup repair is 0.
cell families (layout without fill, tap and decap cells):
logic type                count (synthesis)  count (layout)  share of synthesized area [%]
and+or+nand+nor                          13              13                           22.1
buffers and inverters                     0              70                              0
AOI/OAI and AO/OA                         1               1                           3.01
xor gates and xnor gates                 32              32                           74.9
how the worst max path moves through the flow:
stage	startpoint	endpoint	slack, ps
CTS	B[18]	B_eq	70
global route	B[10]	B_eq	10
finish	B[18]	B_eq	150
power groups by stage:
stage                 Clock [µW]  Combinational (µW)  Sequential [µW]
after CTS                      0                 117                0
after global routing           0                 127                0
final                          0                 117                0
worst max-delay path: stages:
cell and delay [ps]:
clkdlybuf4s50_1 410, xor2_1 160, nor4_1 350, nand4_1 210, nor4_2 240, clkdlybuf4s50_1 520
per-layer routing:
layer / vias up / wire [µm] / global-route usage, %
met5: - / 0 / 0
met4: 0 / 0 / 0
met3: 0 / 169 / 1.82
met2: 29 / 1080 / 10.4
met1: 244 / 772 / 6.86
li1: 303 / - / -
what timing repair did:
item / in CTS / in global routing
endpoints found under the setup margin: 0 / 1
resized: 0 / 1
endpoints found under the hold margin: 0 / 0
metrics by stage:
stage	power [µW]	util [%]	hold WS (ps)	setup WS (ps)	instance area (µm²)
2_1_floorplan	27.5	-	1370	1260	374
3_3_place_gp	115	33.2	2330	81.5	1130
3_5_place_dp	117	33.2	2340	68.9	1130
4_1_cts	117	33.2	2340	68.9	1130
5_1_grt	127	33.3	2350	10.7	1140
6_report	117	33.3	2320	149	1140
layout by cell type, fill, tap and decap left out:
cell	instances
clkdlybuf4s50_1	70
xor2_1	32
nor4_1	7
nor4_2	2
nand4_1	2
nor2_1	1
nand2_1	1
o2111a_1	1
cell type report:
type	count	area, µm²	area share [%]
well taps	46	57.6	5.05
repair buffers	70	701	61.5
multi-input cells	46	380	33.4
Power and IR drop assume default switching activity.
