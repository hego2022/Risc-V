===== flow/design.v =====
`timescale 100ps/10ps
module R_file #(
    parameter N=32,
    M=5
) (
    input [N-1:0]data_w,
    input[M-1:0]adrs_r1,adrs_r2,adrs_w,
    input clk,rst,RegWE,
    output [N-1:0]data_r1,data_r2 
);
reg [N-1:0]regfile[(2**M)-1:0];
integer i;
always @(posedge clk,posedge rst ) begin
 if (rst==1) begin
    for ( i=0 ;i<32 ;i=i+1 ) begin
        regfile[i]=0;
    end
 end   
 else  if(RegWE==1)
 begin
    #0.6 regfile[adrs_w]=data_w;
 end
end
assign data_r1=regfile[adrs_r1];
assign data_r2=regfile[adrs_r2];
endmodule

===== flow/run.sh =====
#!/bin/bash
# OpenROAD 26Q1-2900-gdf79404cd8, Yosys 0.63+post, stock flow scripts
make -C /OpenROAD-flow-scripts/flow DESIGN_CONFIG=/design/flow/config.mk WORK_HOME=/design/flow/orfs finish

===== flow/config.mk =====
export PLATFORM = sky130hd
export DESIGN_NAME = R_file
export DESIGN_NICKNAME = R_file
export VERILOG_FILES = /design/flow/design.v
export SDC_FILE = /design/flow/constraint.sdc
export NUM_CORES = 4
export LEC_CHECK = 1
export CORE_UTILIZATION = 50

===== flow/constraint.sdc =====
current_design R_file

set clk_period 9.9
set clk_io_pct 0.2

create_clock -name clk0 -period $clk_period [get_ports {clk}]

set non_clock_inputs [all_inputs -no_clocks]
set_input_delay [expr $clk_period * $clk_io_pct] -clock clk0 $non_clock_inputs
set_output_delay [expr $clk_period * $clk_io_pct] -clock clk0 [all_outputs]

==> flow_summary.json <==
{
  "ant_nets": 0,
  "grt-ovfl-total": 0,
  "drc_errors": 0,
  "area_leaders": "dfrtp_1 (48%), mux2_2 (22%), nand3_1 (9.2%), a22oi_1 (4.4%), nand4_1 (3.4%)",
  "critPathLaunch": "adrs_r2[2]",
  "power_mw": 12.1,
  "ys_sh_simple": 0.178,
  "required_ns": 7.92,
  "edf_count": 0,
  "r2r_setup_slack_ns": 8.98,
  "rows": 120,
  "ios": 114,
  "final_area_um2": 60600,
  "synth.cellmix.compoundShare": 0.0819,
  "fin_skew_ns": 0,
  "crit_fanout": 35,
  "ys_cells": 4918,
  "irDropWorstVdd_v": 0.000163,
  "wl_per_cell_um": 41.7,
  "outcome": "completed",
  "syn_area_um2": 53900,
  "syn2layout_area_growth_pct": 12.3,
  "dr.pass1.iters": 9,
  "avgSynthCellArea_um2": 11.0,
  "hold_depth": 1,
  "fill_cells": 8917,
  "clk_pin_slew_ns": 0.06,
  "grt_max_degree": 118,
  "grt_antenna_before_repair": 20,
  "dieHeight_um": 330,
  "cpMostUsedCell": "buf_4",
  "topCombFamilyByArea": "multiplexers",
  "cts_buffers": 112,
  "hpwl_um": 161000,
  "placed_area_um2": 56600,
  "report.final.slew_viol_count": 0,
  "worst-r2r-cell-count": 1,
  "grt_pass1_vias": 47000,
  "post_route_cells_drive_above_1_share": 0.320,
  "min_path_type": "reg -> reg",
  "hold_viol_final": 0,
  "maxSlewHeadroom": 0.0126,
  "fp-utilization": 0.504,
  "fp.dieW_um": 330,
  "synth_top_area_share": 0.475,
  "crit_type": "in -> out",
  "p_leak_nw": 26.1,
  "routed_wl_um": 266000,
  "crit_path_end_kind": "output port",
  "worst_path_max_delay_cell": "and2_1",
  "rsz0062_at_grt": "no",
  "hp-start": "regfile[17][9]",
  "comb_area_um2": 26200,
  "port_buffers": 113,
  "synth-seq-cells": 1024,
  "synth_warnings": 2,
  "max_stage_delay_ns": 0.81,
  "synth_cell_types": 70,
  "seqCellArea_um2": 25600,
  "holdBufCountCts": 0,
  "via_count": 49100,
  "final_core_util": 0.566,
  "postCtsSetupRepairBufs": 0,
  "top_area_cell": "dfrtp_1",
  "yosys-stat-area_um2": 53900,
  "crit_path_cell_trace": "buf_2, and3b_4, buf_4, and2_1, buf_4, a22o_1, nor4_1, a31oi_1, clkdlybuf4s50_1",
  "synthArstFlopShare": 1.00,
  "worstSetupEndpoint": "data_r2[31]",
  "mux_share": 0.218,
  "die_area_um2": 109000,
  "critPathLaunchType": "input port",
  "fmax_mhz": 120,
  "setup_violations": 0,
  "drtIter0Drc": 7078,
  "ys_sh_adder": 0,
  "cts_resized": 0,
  "p_per_area_nw_per_um2": 200,
  "grtUsageTotal": 0.512,
  "cp_data_arrival_time_ns": 6.33,
  "clk_path_buf_depth": 3,
  "routabilityCongestion": 1.10,
  "xor_area_frac": 0,
  "htreeDepth": 3,
  "synth_cells": 4918,
  "avgViaCountPerCell": 7.71,
  "cts_tree": "built",
  "final.setup.tns_ns": 0,
  "rr_startpoint": "regfile[20][16]",
  "clkLatencyLatePin_ns": 0.71,
  "core_um2": 107000,
  "tightest_slew_ns": 1.44,
  "postSynthSeqShare": 0.475,
  "ff_type": "dfrtp_1",
  "warning_count": 66,
  "fin_crit_sh": 0.840,
  "cts_root_buffer": "clkbuf_16",
  "max-cap-violations": 0,
  "min_period_ns": 8.31,
  "r2r_end": "regfile[20][16]",
  "largest_reg_flops": 1024,
  "grt_pass1_wl_um": 368000,
  "cts.sinks": 1024
}
==> worst max-delay path: cells and delay by family <==
| kind | cells | cell delay [ns] |
|---|---|---|
| and+or+nand+nor | 3 | 1.43 |
| AOI/OAI and AO/OA | 2 | 0.69 |
| buffers and inverters | 4 | 2.19 |
==> synthesized netlist by cell type, drive strengths merged, types with 6 or more instances <==
library cell and n:
nor3b 8, a22oi 318, clkbuf 270, mux2i 7, a22o 32, mux2 1035
nor2 88, a32oi 10, nand3b 6, inv 7, a221oi 12, nand2b 9
and3b 8, nand4 291, o21ai 18, nor3 38, or4 35, nand4b 6
nor4 26, a31oi 28, o32a 39, dfrtp 1024, nand3 988, nor2b 9
a2111oi 37, and2 26, a222oi 20, and3 126, and4 29, a21oi 22
nand2 28, buf 274
==> cells by family (layout without fill, tap and decap cells) <==
family / after synthesis / in the layout
flops: 1024 / 1024
compound gates: 562 / 562
other cells: 0 / 24
mux: 1043 / 1043
buf+inv: 551 / 571
simple gates: 1738 / 1738
==> how the worst min path moves through the flow <==
| stage | end | slack, ns |
|---|---|---|
| finish | regfile[17][9] | 0.52 |
| global route | regfile[2][5] | 0.53 |
| CTS | regfile[2][5] | 0.52 |
==> through the flow <==
| step | setup WS (ns) | hold WS, ns | cells |
|---|---|---|---|
| after global placement | 2.01 | 0.505 | 6136 |
| final | 1.59 | 0.525 | 6365 |
| after floorplan | -6.19 | 0.470 | 4918 |
| after detailed placement | 1.99 | 0.508 | 6136 |
| after global routing | 1.68 | 0.533 | 6347 |
| after CTS | 1.93 | 0.525 | 6341 |
==> power breakdown <==
part / switching [mW] / total [mW] / internal [mW]
Clock: 1.83 / 4.49 / 2.66
Combinational: 0.881 / 1.79 / 0.912
Sequential: 0.815 / 5.81 / 5.00
==> routing by layer <==
layer  track usage  part of all wire  wire, um  vias to the layer above
met1         0.644              0.34     89800                    24200
met4         0.344             0.094     24900                       35
met5        0.0309            0.0024       638                        -
met2         0.649              0.39    103000                     4624
li1              -                 -         -                    18700
met3         0.326              0.18     47500                     1504
==> area by class of cell <==
cell class / count / share of cell area
Timing Repair Buffer: 359 / 0.0504
Antenna cell: 24 / 0.000992
Tap cell: 1403 / 0.0290
Clock buffer: 154 / 0.0527
Sequential cell: 1024 / 0.423
Inverter: 7 / 0.000496
Multi-Input combinational cell: 3343 / 0.432
Clock inverter: 51 / 0.0115
==> cell usage in the layout, fill, tap and decap left out, types with 12 or more instances in the layout <==
cell	count
a2111oi_0	28
a21oi_1	22
a221oi_1	12
a222oi_1	20
a22o_1	32
a22oi_1	318
a31oi_1	28
and2_1	24
and3_1	124
and4_1	29
buf_4	236
bufinv_16	16
clkbuf_1	22
clkbuf_16	115
clkbuf_8	17
clkdlybuf4s50_1	103
clkinv_2	21
clkinvlp_4	12
dfrtp_1	1024
diode_2	24
mux2_2	1030
nand2_1	14
nand2_2	14
nand3_1	984
nand4_1	291
nor2_1	44
nor2_2	26
nor2_4	18
nor3_1	27
nor4_1	26
o21ai_0	18
o32a_1	39
or4_1	35
Power figures rest on the tool's default switching activity, not on a simulated workload.
