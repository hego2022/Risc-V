<file path="design/flow/design.v">
module cont #(
    parameter[10:0] N=32
) (
    input [N-1:0]inst,
    input clk,rst,B_eq,B_neq,
    output reg PCsel,RegWE,B_en,Bsel,Asel,MemWE,
    output reg[1:0]WBsel,
    output reg [2:0]immsel,ALUsel
);
parameter [2:0] R=3'h0,
                I=3'h1,   
                S=3'h2,
                B=3'h3,
                J=3'h4;
reg[N-1:0]inst_data;
wire [2:0]s0;
inst_moddecoder d0(inst[6:2],s0);
always @(*) begin: Execution
    if (rst==1) begin
      B_en=0;
      Bsel=0;
      Asel=0;
      immsel=0;
      ALUsel=0;  
    end
  else begin
    if (s0==R) begin
      B_en=0;  
      Bsel=0;
      Asel=0;
      immsel=0;
      if (inst[14:12]==3'h0 &inst[30]==0)  
      begin
        ALUsel=3'h0;  
      end
      if (inst[14:12]==3'h0 &inst[30]==1)  
      begin
        ALUsel=3'h1;  
      end
      if (inst[14:12]==3'h7)  
      begin
        ALUsel=3'h2;  
      end
       if (inst[14:12]==3'h6)  
      begin
        ALUsel=3'h3;  
      end    
        PCsel=0;
    end
  if (s0==I) begin
      B_en=0;  
      Bsel=1;
      Asel=0;
      immsel=I;
      if (inst[14:12]==3'h0 | inst[14:12]==3'h2)  
      begin
        ALUsel=3'h0;  
      end
      if (inst[14:12]==3'h7)  
      begin
        ALUsel=3'h2;  
      end
       if (inst[14:12]==3'h6)  
      begin
        ALUsel=3'h3;  
      end  
      if ( inst[6:2]==5'b11001) begin
        PCsel=1;
       end  
       else PCsel=0;
    end  
if (s0==S) 
  begin  
      B_en=0;  
      Bsel=1;
      Asel=0;
      immsel=S;
      ALUsel=3'h0;  
        PCsel=0;
  end
if (s0==B) 
  begin  
      B_en=1;  
      Bsel=1;
      Asel=1;
      immsel=B;
      ALUsel=3'h0;  
    if (B_eq==1| B_neq==1) begin
      PCsel=1;
    end
    else begin PCsel=0;
    end
     end
 if (s0==J) 
  begin  
      B_en=0;  
      Bsel=1;
      Asel=1;
      immsel=J;
      ALUsel=3'h0; 
      PCsel=1; 
  end 
  end
end  :Execution 
always @(*) begin:data
    if (rst==1) begin
        MemWE=0;
    end
    else begin 
    if (s0==S) begin
      MemWE=1;  
    end
    else begin
        MemWE=0;
    end
    end
end
always @(*) begin:WB
if (rst==1) begin
    PCsel=0;
    WBsel=1;
    RegWE=0;
end
else begin
    if (s0==R) begin
      RegWE=1;
      WBsel=1;
    end
    if ( (s0==I)) begin
    RegWE=1;
    WBsel=1;
    if (inst[6:2]==5'b11001) begin
     WBsel=2;   
    end 
    if (inst[6:2]==5'b00000) begin
     WBsel=0;   
    end 
    end
    if (s0==S) begin
    PCsel=0;
    WBsel=0;
    RegWE=0;       
    end
    if (s0==B) begin
    WBsel=0;
    RegWE=0;
    end
    end
    if (s0==J) begin
       RegWE=1;
       WBsel=2;   
    end
end:WB
endmodule
module inst_moddecoder #(
    parameter N=5
) (
    input [N-1:0]inst,
    output reg[2:0] state
);
 parameter [2:0] R=3'h0,
                I=3'h1,   
                S=3'h2,
                B=3'h3,
                J=3'h4,
                NOP=3'h5;
always @* begin      
case (inst)
   5'b01100 :state=R;
   5'b00100 :state=I;
   5'b11001 :state=I;
   5'b00000 :state=I;
   5'b01000 :state=S;
   5'b11000 :state=B;
   5'b11011 :state=J;
    default: state=NOP;
endcase
end
endmodule
</file>
<file path="design/flow/run.sh">
#!/bin/bash
# OpenROAD 26Q1-2900-gdf79404cd8, Yosys 0.63+post, stock flow scripts
make -C /OpenROAD-flow-scripts/flow DESIGN_CONFIG=/design/flow/config.mk WORK_HOME=/design/flow/orfs finish
</file>
<file path="design/flow/config.mk">
export PLATFORM = sky130hd
export DESIGN_NAME = cont
export DESIGN_NICKNAME = cont
export VERILOG_FILES = /design/flow/design.v
export SDC_FILE = /design/flow/constraint.sdc
export NUM_CORES = 4
export LEC_CHECK = 1
export CORE_AREA = 10 10 75 75
export DIE_AREA = 0 0 85 85
</file>
<file path="design/flow/constraint.sdc">
current_design cont

set clk_period 1.8
set clk_io_pct 0.2

create_clock -name clk0 -period $clk_period

set non_clock_inputs [all_inputs -no_clocks]
set_input_delay [expr $clk_period * $clk_io_pct] -clock clk0 $non_clock_inputs
set_output_delay [expr $clk_period * $clk_io_pct] -clock clk0 [all_outputs]
</file>
==> run_results.csv <==
group,metric,value,unit
floorplan,dieWidth,85,um
detailed_routing,vias,644,
critical_path,arrival,1.27,ns
floorplan,core,4060,sq um
detailed_routing,drc,0,
hold_path,hp-class,"in2out",
logic_synthesis,syn_inst,78,
detailed_routing,drt-met1-wl,721,um
timing,slew_viol_final,0,
detailed_routing,wl_met2,852,um
critical_path,crit_start,"inst[3]",
logic_synthesis,most_common_cell,"dlxtn_1",
detailed_routing,drt-total-wl,1690,um
critical_path,required,1.44,ns
logic_synthesis,yosys_cells,78,
outcome,status,"completed",
hold_path,min_to,"MemWE",
global_routing,gr-total-overflow,0,
critical_path,cp_max_fo,2,
logic_synthesis,synthTopCellsByCount,"12 x dlxtn_1, 7 x a21oi_1, 6 x inv_1",
logic_synthesis,netlist_area,604,sq um
global_routing,first_global_vias,569,
critical_path,endpoint_kind,"output pin",
detailed_routing,first_iter_violations,60,
logic_synthesis,ys_warn_count,10,
pwr,p_leak,0.355,nW
floorplan,ios,50,
timing,untimed_endpoints,24,
floorplan,dieHeight,85,um
global_routing,grt_usage,4.23,%
floorplan,fp_util,14.9,%
detailed_routing,drtAntennaViolNets,0,
timing,min_period,1.63,ns
logic_synthesis,async_flop_share,0,%
detailed_routing,wl_met3,117,um
hold_path,hold_depth,4,
global_routing,grt_max_degree,14,
detailed_routing,n_antenna_cell,0,
logic_synthesis,ys_chip_area,604,sq um
finish,regArea,180,sq um
placed_design,hpwl,1410,um
logic_synthesis,edf_count,0,
global_routing,grt_pass1_wl,2700,um
timing,hold_violations,0,
detailed_routing,highest_layer,"met3",
logic_synthesis,ys_ff,12,
detailed_routing,first_pass_iters,4,
finish,fillers,436,
timing,unclocked_regs,12,
logic_synthesis,top_area_share,29.8,%
hold_path,hold_start,"inst[2]",
placed_design,place.gp.congestion,0.778,
floorplan,dieArea,7230,sq um
finish,syn_to_final_growth,50.5,%
timing,fmax,614,MHz
finish,drive_gt1_share,13.6,%
finish,mi_logic_area,362,sq um
logic_synthesis,yosysUniqueCellTypes,37,
detailed_routing,viasPerCell,4.21,
timing,holdWs,1.22,ns
floorplan,rows,23,
critical_path,critPathLaunchType,"input port",
logic_synthesis,ys_top_cells_by_area,"dlxtn_1 30%, a21oi_1 5.8%, nor3_1 4.1%",
placed_design,numPortBuffers,23,
logic_synthesis,avgSynthCellArea,7.75,sq um
pwr,power.density,152,nW/um^2
pwr,irDropWorstVdd,0.0429,mV
logic_synthesis,top_area_cell,"dlxtn_1",
flow_run,cap_violations,0,
logic_synthesis,ff_type,"dlxtn_1",
global_routing,antenna_found_initial,0,
detailed_routing,routedWlPerCell,11.1,um
finish,utilization,22.4,%
timing,finalClockPeriodUsage,90.6,%
flow_run,warnings,58,
timing,setup_viol_count_final,0,
critical_path,crit_type,"in2out",
timing,rsz0062_at_grt,"no",
[registers in the layout, indices dropped and copies added (netlist names)]
signal / count
RegWE: 1
WBsel: 2
ALUsel: 3
Asel: 1
Bsel: 1
immsel: 3
B_en: 1
[power by group]
part	internal [W]	leakage (nW)	switching (W)
sequential	0.0000190	0.0930	0.00000127
clock	0	0	0
combinational	0.0000569	0.262	0.0000607
total	0.0000759	0.355	0.0000619
[cell usage in the layout, fill, tap and decap left out, drive strengths merged]
cell,n
clkdlybuf4s50,20
dlxtn,12
buf,9
a21oi,7
inv,6
o21ai,6
nor3,5
nand2,5
or2,3
nor4,3
nor2,2
nand3,2
a211oi,2
a31oi,2
dlygate4sd2,2
nand2b,1
or3,1
and2b,1
a21o,1
and4b,1
nand4b,1
a41oi,1
a41o,1
o211ai,1
or4b,1
a2111oi,1
mux2i,1
nand3b,1
o211a,1
o31ai,1
nor3b,1
conb,1
[layout make-up]
type	count	share of cell area [%]
well taps	50	6.88
multi-input cells	54	39.8
inverters	6	2.48
repair buffers	31	31.1
flip-flops and latches	12	19.8
[metal layers]
layer  track usage [%]  vias to the layer above
met4                 0                        0
met1              5.34                      298
met3              1.16                        0
met5                 0                        -
met2              7.43                       13
li1                  -                      333
[per-stage QoR]
stage / setup TNS (ns) / area (sq um) / cells / worst slack [ns] / power (W)
2_1_floorplan: 0 / 604 / 78 / 0.622 / 0.0000820
3_3_place_gp: -0.398 / 911 / 153 / -0.398 / 0.000140
3_5_place_dp: -0.416 / 911 / 153 / -0.416 / 0.000139
4_1_cts: 0 / 910 / 153 / 0.134 / 0.000138
5_1_grt: 0 / 910 / 153 / 0.0974 / 0.000151
6_report: 0 / 910 / 153 / 0.170 / 0.000138
[worst max-delay path, cell delays in order]
cell,delay [ns]
clkdlybuf4s50_1,0.46
nor4_2,0.31
buf_2,0.14
[cells by family after synthesis]
family | count (synthesis) | synth area share, %
other cells | 1 | 0.621
buf+inv | 12 | 11.4
mux | 1 | 1.66
compound gates | 24 | 26.1
latches | 12 | 29.8
simple gates | 28 | 30.4
[what timing repair did]
item | in CTS | in global routing
endpoints found under the setup margin | 1 | 0
gates resized | 6 | 0
hold buffers | 0 | 0
setup buffers | 0 | 0
[worst max path at each step]
| stage | endpoint | slack [ns] | depth (start not counted) |
|---|---|---|---|
| 4_1_cts | MemWE | 0.13 | 4 |
| 6_report | MemWE | 0.17 | 3 |
| 5_1_grt | MemWE | 0.1 | 4 |
Power and IR drop assume default switching activity.
